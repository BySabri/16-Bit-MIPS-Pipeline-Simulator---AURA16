File: design/flow/design.v
module InstructionMemory (
    input [15:0] addr,      
    output reg [15:0] data  
);
    reg [15:0] rom [511:0];
    integer i;
    initial begin
        for (i = 0; i < 512; i = i + 1) begin
            rom[i] = 16'h0000;
        end
        rom[0]  = 16'h3045;  
        rom[1]  = 16'h3085;  
        rom[2]  = 16'h6281;  
        rom[3]  = 16'h30c9; 
        rom[4]  = 16'h9004;  
        rom[5]  = 16'ha008;  
        rom[6]  = 16'h9006;  
        rom[7]  = 16'h0000;  
        rom[8]  = 16'h3243; 
        rom[9]  = 16'h0e05;  
        rom[10] = 16'h0000;
        rom[11] = 16'h0000;
    end
    always @(*) begin
        data = rom[addr[8:0]]; 
    end
endmodule
File: design/flow/run.sh
#!/bin/bash
# OpenROAD 26Q1-2900-gdf79404cd8, Yosys 0.63+post, stock flow scripts
make -C /OpenROAD-flow-scripts/flow DESIGN_CONFIG=/design/flow/config.mk WORK_HOME=/design/flow/orfs finish
File: design/flow/config.mk
export PLATFORM = sky130hd
export DESIGN_NAME = InstructionMemory
export DESIGN_NICKNAME = InstructionMemory
export VERILOG_FILES = /design/flow/design.v
export SDC_FILE = /design/flow/constraint.sdc
export NUM_CORES = 4
export LEC_CHECK = 1
export CORE_AREA = 10 10 70 70
export DIE_AREA = 0 0 80 80
export SYNTH_MEMORY_MAX_BITS = 65536
File: design/flow/constraint.sdc
current_design InstructionMemory

set clk_period 1.8
set clk_io_pct 0.2

create_clock -name clk0 -period $clk_period

set non_clock_inputs [all_inputs -no_clocks]
set_input_delay [expr $clk_period * $clk_io_pct] -clock clk0 $non_clock_inputs
set_output_delay [expr $clk_period * $clk_io_pct] -clock clk0 [all_outputs]
==> ci_impl_report.md <==
### Metrics collected by this job

| Metric | Value |
|---|---|
| Outcome | finished, final reports clean |
| Max Freq | 555.6 MHz |
| Final setup viols | 0 |
| First-pass GRT wire length | 2573 um |
| Gr usage total | 4.710% |
| Top cells by area | ha_1 (22%), a2111oi_2 (7.5%), buf_4 (7.5%) |
| Antenna diodes | 0 |
| Register area | 0 um^2 |
| Register area share after synthesis | 0% |
| Yosys top cell by area | ha_1 |
| Average cell area after synthesis | 8.677 um^2 |
| Setup TNS | 0 ns |
| Crit path kind | input pin to output pin |
| Basic Gates by Area | 37.30% |
| Synthesized area | 399.1 um^2 |
| Pwr/cell area | 149.5 nW/um^2 |
| Hold slack | 1.138 ns |
| RSZ-0062 raised after global routing | true |
| Port Buf Inserts | 22 |
| Die width | 80 um |
| Ports | 32 |
| Setup WS post-layout | 0.00004674 ns |
| Die area | 6400 um^2 |
| XOR/XNOR Area Share | 0% |
| Synth top area share | 21.94% |
| Maximum number of pins on one net before global-route repair | 9 |
| DRC viols | 0 |
| Crit end category | output pin |
| Number of fill cells in the layout | 352 |
| P_leak | 0.0004057 uW |
| Antenna viol nets, final | 0 |
| Period utilization | 100.0% |
| Layout area overhead | 129.8% |
| Vert. Die Dim | 80 um |
| Place WS | -0.7615 ns |
| CORE AREA | 3416 um^2 |
| Cell with the most instances after synthesis | ha_1 |
| Initial Utilization | 11.68% |
| Power Total | 137.1 uW |
| Adder share | 21.94% |
| Site Rows | 21 |
| Yosys cell count | 46 |
| Crit path DAT | 1.44 ns |
| CP max FO | 5 |
| Hpwl dp | 1121 um |
| Registers | 0 |
| Vias | 474 |
| Warnings, synthesis | 1 |
| Total gr overflow | 0 |
| Class of the worst hold path | input pin to output pin |
| WL final | 1493 um |
| CP Launch Type | input pin |
| WP data required | 1.44 ns |
| GP Congestion | 0.7138 |
| Final min period | 1.800 ns |
| Max Slew Vio Count | 0 |
| Final hold vios | 0 |
| 1st-iter DRT viols | 22 |
| Share of post-route cells with drive strength above 1 | 76.40% |
| Number of detailed-route iterations in the first pass | 2 |
| AO/OA Area Share | 21.63% |
| Log Warnings | 47 |
| Most frequent cells after synthesis | ha_1 (7), buf_4 (4), a21oi_1 (3), inv_1 (3) |
| Library cells used by synthesis | 25 |
| Fin util | 26.85% |
| Hold Path Stages | 4 |
| Comb area | 459.2 um^2 |
| Clock buffers | 0 |
| Vias per Instance | 3.511 |
| WL/cell | 11.06 um |
| YS chip area | 399.1 um^2 |
| Vias in the first global route | 512 |
| Synth mux share | 2.508% |
| Number of max-cap violations | 0 |
| Initial antenna violation count | 0 |
| Synth Instances | 46 |
| Logic family by area | simple AND/OR/NAND/NOR gates |
| Worst vdd ir | 0.03700 mV |
[power by group]
group	switching, uW	internal, uW
Sequential	0	0
Clock	0	0
Combinational	62.4	74.7
[stage by stage]
stage / area, um^2 / cells
floorplan: 406.6 / 48
global placement: 753.2 / 125
detailed placement: 753.2 / 125
CTS: 909.6 / 134
global route: 917.1 / 135
finish: 917.1 / 135
[logic make-up (layout without fill, tap and decap cells)]
kind of cell	Yosys count	count (layout)
mux	1	1
other cells	1	3
fa+ha+maj	7	7
compound gates	9	9
simple gates	18	18
buf+inv	10	51
[path summary, 6_finish.rpt]
kind	from	endpoint	slack, ns
hold / removal	addr[1]	data[0]	1.14
setup / recovery	addr[5]	data[15]	0.00005
[cell type report]
| cell class | count | share of cell area (%) |
|---|---|---|
| multi-input cells | 38 | 50.07 |
| repair buffers | 48 | 42.16 |
| well taps | 46 | 6.276 |
| inverters | 3 | 1.501 |
[cells in the final DEF (no fill, tap or decap), drive strengths merged, types with 3 or more instances in the layout]
cell type      synthesis  final
clkdlybuf4s15          0      3
conb                   1      3
ha                     7      7
buf                    7     41
inv                    3      3
a21oi                  3      3
[routing by layer]
metal | global-route usage [%] | up-vias | share of wire [%]
met3 | 0.3409 | 0 | 1.8
met5 | 0 | - | 0
met1 | 5.669 | 225 | 41
met4 | 0 | 0 | 0
li1 | - | 243 | -
met2 | 9.230 | 6 | 57
[repair_timing]
| action | 4_1_cts | 5_1_grt |
|---|---|---|
| gates resized | 93 | 6 |
| setup buffers | 9 | 1 |
| pin swaps | 6 | 2 |
| hold buffers | 0 | 0 |
| endpoints found under the setup margin | 13 | 13 |
[critical path: stages]
cell and delay [ns]:
buf_6 0.09, nor4_4 0.30, nand2b_4 0.10, buf_8 0.13
buf_6 0.12, nor4b_4 0.20, buf_2 0.13
Power and IR drop assume default switching activity.
